==> design/flow/run.sh <==
#!/bin/bash
# OpenROAD 26Q1-2900-gdf79404cd8, Yosys 0.63+post, stock flow scripts
make -C /OpenROAD-flow-scripts/flow DESIGN_CONFIG=/design/flow/config.mk WORK_HOME=/design/flow/orfs finish
==> design/flow/config.mk <==
export PLATFORM = sky130hd
export DESIGN_NAME = top
export DESIGN_NICKNAME = top
export VERILOG_FILES = /design/flow/design.v
export SDC_FILE = /design/flow/constraint.sdc
export NUM_CORES = 4
export LEC_CHECK = 1
export CORE_UTILIZATION = 40
==> design/flow/constraint.sdc <==
current_design top

set clk_period 7.2
set clk_io_pct 0.2

create_clock -name clk0 -period $clk_period [get_ports {clk}]

set non_clock_inputs [all_inputs -no_clocks]
set_input_delay [expr $clk_period * $clk_io_pct] -clock clk0 $non_clock_inputs
set_output_delay [expr $clk_period * $clk_io_pct] -clock clk0 [all_outputs]
==> design/flow/design.v <==
module regfile(read_data1, read_data2, read_address1, read_address2,
		write_address, write_data, clk, reset, read, write);
  parameter DataSize = 32;
  parameter AddrSize = 5;
  output reg [DataSize-1:0]read_data1;
  output reg [DataSize-1:0]read_data2;
  input [AddrSize-1:0]read_address1;
  input [AddrSize-1:0]read_address2;
  input [AddrSize-1:0]write_address;
  input [DataSize-1:0]write_data;
  input clk, reset, read, write;
  reg [DataSize-1:0]rw_reg[31:0];
  integer i;
  wire [DataSize-1:0]rw_reg_0 = rw_reg[0];
  wire [DataSize-1:0]rw_reg_1 = rw_reg[1];
  wire [DataSize-1:0]rw_reg_2 = rw_reg[2];
  wire [DataSize-1:0]rw_reg_3 = rw_reg[3];
  wire [DataSize-1:0]rw_reg_4 = rw_reg[4];
  wire [DataSize-1:0]rw_reg_5 = rw_reg[5];
  wire [DataSize-1:0]rw_reg_6 = rw_reg[6];
  wire [DataSize-1:0]rw_reg_7 = rw_reg[7];
  wire [DataSize-1:0]rw_reg_8 = rw_reg[8];
  wire [DataSize-1:0]rw_reg_9 = rw_reg[9];
  always@(posedge clk, posedge reset)begin
    if(reset)begin
      for(i=0;i<32;i=i+1)
        rw_reg[i]<=32'b0;
    end
    else begin
      if(read)begin
        read_data1<=rw_reg[read_address1];
        read_data2<=rw_reg[read_address2];
      end
      else if(write)begin
        rw_reg[write_address]<=write_data;
      end
    end
  end
endmodule
module alu32(alu_result,alu_overflow,scr1,scr2,opcode,sub_opcode,enable_execute,reset);
  parameter NOP=5'b01001,ADD=5'b00000,SUB=5'b00001,AND=5'b00010,
            OR=5'b00100,XOR=5'b00011,SRLI=5'b01001,SLLI=5'b01000,
            ROTRI=5'b01011;
  output reg [31:0]alu_result;
  output reg alu_overflow;
  input [31:0]scr1,scr2;
  input [5:0]opcode;
  input [4:0]sub_opcode;
  input reset;
  input enable_execute;
  reg [63:0]rotate;
  reg a,b;
  always @ ( * )begin
    if(reset)begin
      alu_result=32'b0;
      alu_overflow=1'b0;
    end
    else if(enable_execute)begin
      case(opcode)
        6'b100000 : case (sub_opcode)
                      ADD   : begin
                                {a,alu_result[30:0]}=scr1[30:0]+scr2[30:0];
                                {b,alu_result[31]}=scr1[31]+scr2[31]+a;
                              end
                      SUB   : begin
                                {a,alu_result[30:0]}=scr1[30:0]-scr2[30:0];
                                {b,alu_result[31]}=scr1[31]-scr2[31]-a;
                                alu_overflow=a^b;
                              end
                      AND   : begin
                                alu_overflow=1'b0;
                                alu_result=scr1&scr2;
                              end
                      OR    : begin
                                alu_overflow=1'b0;
                                alu_result=scr1|scr2;
                              end
                      XOR   : begin
                                alu_overflow=1'b0;
                                alu_result=scr1^scr2;
                              end
                      SRLI  : begin
                                if(scr2!=0)begin 
                                  alu_overflow=1'b0;
                                  alu_result=scr1>>scr2;
				end
				else begin
                                  alu_result=32'b0;
                                  alu_overflow=1'b0;
                                end
                              end
                      SLLI  : begin
                                alu_overflow=1'b0;
                                alu_result=scr1<<scr2;
                              end
                      ROTRI : begin
                                alu_overflow=1'b0;
                                rotate={scr1,scr1}>>scr2;
                                alu_result=rotate[31:0];
                              end
                      default : begin
                                  alu_overflow=1'b0;
                                  alu_result=32'b0;
                              end
                    endcase
        6'b101000 : begin
                      {a,alu_result[30:0]}=scr1[30:0]+scr2[30:0];
                      {b,alu_result[31]}=scr1[31]+scr2[31]+a;
                      alu_overflow=a^b;
                    end
        6'b101100 : begin
                      alu_overflow=1'b0;
                      alu_result=scr1|scr2;
                    end
        6'b101011 : begin
                      alu_overflow=1'b0;
                      alu_result=scr1^scr2;
                    end
        6'b100010 : begin
                      alu_overflow=1'b0;
                      alu_result[31:0]=scr2[31:0];
                    end
        default : begin
                      alu_overflow=1'b0;
                      alu_result=32'b0;
                  end
      endcase
    end
  end
endmodule                                                                                                                                                                                                                                                                              
module mux4to1_select_mux(mux4to1_out, imm_5bit, imm_15bit, imm_20bit, mux4to1_select);
  parameter DataSize = 32;
  parameter imm5bitZE = 2'b00, imm15bitSE = 2'b01, imm15bitZE = 2'b10, imm20bitSE =  2'b11;
  input [4:0]imm_5bit;
  input [14:0]imm_15bit;
  input [19:0]imm_20bit;
  input [1:0]mux4to1_select;
  output reg [DataSize-1:0]mux4to1_out;
  integer i;
  always @ (imm_5bit or imm_15bit or imm_20bit or mux4to1_select) begin
    case (mux4to1_select)
      imm5bitZE: begin
        mux4to1_out <= imm_5bit;
      end
      imm15bitSE: begin
        for (i = 31; i > 14; i = i-1)
          mux4to1_out[i] = imm_15bit[14];
        mux4to1_out[14:0] = imm_15bit;
      end
      imm15bitZE: begin
        mux4to1_out <= imm_15bit;
      end
      imm20bitSE: begin
        for (i = 31; i > 19; i = i-1)
          mux4to1_out[i] = imm_20bit[19];
        mux4to1_out[19:0] = imm_20bit;
      end
      default: mux4to1_out <= 32'bx;
    endcase
  end
endmodule
module imm_reg_select_mux(imm_reg_out, mux4to1_out, read_data2, imm_reg_select);
    parameter DataSize = 32;
    output [DataSize-1:0]imm_reg_out;
    input [DataSize-1:0]mux4to1_out;
    input [DataSize-1:0]read_data2;
    input imm_reg_select;
    assign imm_reg_out = (imm_reg_select) ? mux4to1_out : read_data2;
endmodule
module writeback_select_mux(write_data, imm_reg_out, alu_result, mux2to1_select);
  parameter DataSize = 32;
  output [DataSize-1:0] write_data;
  input [DataSize-1:0] imm_reg_out;
  input [DataSize-1:0] alu_result;
  input mux2to1_select;
  assign write_data = (mux2to1_select) ? imm_reg_out : alu_result;
endmodule
module top(clk, rst, read_address1, read_address2, write_address, enable_fetch, enable_writeback, imm_5bit, imm_15bit, imm_20bit, mux4to1_select, mux2to1_select, imm_reg_select, enable_execute, opcode, sub_opcode, alu_overflow);
  parameter DataSize = 32;
  parameter AddrSize = 5;
  input clk;
  input rst;
  input [AddrSize-1:0]read_address1;
  input [AddrSize-1:0]read_address2;
  input [AddrSize-1:0]write_address;
  input enable_fetch;
  input enable_writeback;
  input [4:0]imm_5bit;
  input [14:0]imm_15bit;
  input [19:0]imm_20bit;
  input [1:0]mux4to1_select;
  input mux2to1_select;  
  input imm_reg_select;
  input enable_execute;
  input [5:0]opcode;
  input [4:0]sub_opcode;
  output alu_overflow;
  wire [DataSize-1:0]read_data1;
  wire [DataSize-1:0]read_data2;
  wire [DataSize-1:0]alu_result;
  wire [DataSize-1:0]write_data;
  wire [DataSize-1:0]mux4to1_out;
  wire [DataSize-1:0]imm_reg_out;
  parameter imm5bitZE = 2'b00, imm15bitSE = 2'b01, imm15bitZE = 2'b10, imm20bitSE =  2'b11;
  regfile regfile1 (
    .read_data1(read_data1), 
    .read_data2(read_data2),
    .read_address1(read_address1),
    .read_address2(read_address2),
    .write_address(write_address),
    .write_data(write_data),
    .clk(clk),
    .reset(rst),
    .read(enable_fetch),
    .write(enable_writeback));
  alu32 alu1 ( 
    .alu_result(alu_result),
    .alu_overflow(alu_overflow),
    .scr1(read_data1),
    .scr2(imm_reg_out),
    .opcode(opcode),
    .sub_opcode(sub_opcode),
    .enable_execute(enable_execute),
    .reset(rst));
  mux4to1_select_mux MUX4TO1_SELECT_MUX (
    .mux4to1_out(mux4to1_out),
    .imm_5bit(imm_5bit),
    .imm_15bit(imm_15bit),
    .imm_20bit(imm_20bit),
    .mux4to1_select(mux4to1_select));
  imm_reg_select_mux IMM_REG_SELECT_MUX (
    .imm_reg_out(imm_reg_out),
    .mux4to1_out(mux4to1_out),
    .read_data2(read_data2), 
    .imm_reg_select(imm_reg_select));
  writeback_select_mux WRITEBACK_SELECT_MUX (
    .write_data(write_data),
    .imm_reg_out(imm_reg_out),
    .alu_result(alu_result),
    .mux2to1_select(mux2to1_select));
endmodule
==> flow_summary.yaml <==
# yosys + openroad results
global_route:
  grt_max_degree: 116
  antenna_found_initial: 26
  first_global_vias: 62940
  grt_pass1_wl_mm: 515.5
  globalRouteOverflowTotal: 0
  track_usage: 0.4945
clock_network:
  ctsLongestPathBuffers: 3
  cts_buffers: 103
  cts-root-buf: "clkbuf_16"
  clk_pin_slew_ns: 0.07
  htree_num_levels: 3
  clk_latency_ns: 0.73
  cts_tree: "done"
  ctsResizeCount: 0
  post_cts.repair.setup_buffers: 0
  hold_buffers: 0
cells_and_area:
  largest_register_ffs: 1024
  layout_top_cells: "nand2_1 (1178), o21ai_0 (1076), dfrtp_1 (1024)"
  drive_gt1_frac: 0.09918
  fin_cells: 9025
  final_common_cell: "nand2_1"
  fillers: 14610
  syn2layout_area_growth_pct: 12.72
  layout.core_utilization: 0.4545
worst_setup_path:
  cp.arrival_ns: 4.99
  end_kind: "flop"
  required_ns: 7.65
  worstPathMaxFanout: 24
  worstSetupStartpointType: "input pin"
  critical_path_class: "input pin to flop"
job:
  warning_count: 101
  cap_viol_max_count: 0
power_and_ir_drop:
  p_int_mw: 10.93
  leakage_nw: 28.72
  seqPwrFrac: 0.459
  peakVddDrop_mv: 0.2175
  p_sw_frac: 0.3150
  power.density_mw_per_mm2: 227.9
  p_switching_mw: 5.025
  pwr-share-comb: 0.165
  power_mw: 15.95
  clockPowerShare: 0.376
drt:
  vias_per_cell: 7.230
  drt-met1-wl_mm: 125.2
  routed-wl-met2_mm: 152.8
  dr.pass1.iters: 11
  dr.first_iter.drc_count: 8376
  routed-wl-met3_mm: 60.14
  wl_per_cell_microns: 41.61
  drt.antenna.violating_nets: 0
  drc: 0
  top_layer_used: "met5"
  vias: 65250
  routed_wl_mm: 375.5
yosys:
  ys.flops: 1121
  syn_area_sq_mm: 0.06211
  ys_types: 91
  syn_inst: 7046
  syn_avg_cell_area_sq_um: 8.815
  yosys_cells: 7046
  synth-edff-count: 64
  ff_type: "dfrtp_1"
  ys_chip_area_sq_mm: 0.06211
  async_flop_share: 0.9135
  yosys_warnings: 4
run_status:
  outcome: "complete, no violations"
floorplan:
  fp.dieW_microns: 396.1
  initial_core_util: 0.4032
  chipArea_sq_mm: 0.1569
  ioPinCount: 76
  die_h_microns: 396.1
  core_sq_mm: 0.1540
  num_rows: 144
final_timing:
  drv_slew: 0
  fin_hold_ws_ns: 0.5071
  fin_skew_ns: 0.02960
  slew_headroom: 0.01990
  unclocked_pins: 33
  period_used_share: 0.6301
  rsz0062_at_grt: "false"
  tightestPinTransition_ns: 1.470
  tns_ns: 0
  fmax_ghz: 0.2204
  untimed_endpoints: 34
  finalSetupViolCount: 0
  hold_viol_final: 0
  fin_crit_ns: 4.537
placed_design:
  post-place-cells: 8807
  port_buffers: 75
  place_congestion: 1.064
  dp_hpwl_mm: 240.5
min_path:
  worstHoldPathType: "flop to flop"
==> path summary, 6_finish.rpt <==
kind | start | end | slack (ns) | cells after the start
min in group asynchronous | rst | regfile1.rw_reg[2][5]$_DFFE_PP0P_ | 2.27 | 3
min reg2reg | regfile1.rw_reg[12][11]$_DFFE_PP0P_ | regfile1.rw_reg[12][11]$_DFFE_PP0P_ | 0.51 | 2
min | regfile1.rw_reg[12][11]$_DFFE_PP0P_ | regfile1.rw_reg[12][11]$_DFFE_PP0P_ | 0.51 | 2
max in group asynchronous | rst | regfile1.rw_reg[6][1]$_DFFE_PP0P_ | 3.52 | 4
max | read_address1[4] | regfile1.read_data1[17]$_DFFE_PP_ | 2.66 | 8
max reg2reg | regfile1.read_data2[2]$_DFFE_PP_ | regfile1.rw_reg[4][2]$_DFFE_PP0P_ | 4.42 | 8
==> per-layer routing <==
layer / up-vias / track usage
met3: 2020 / 0.2951
met1: 31250 / 0.5747
met2: 5764 / 0.6757
met5: - / 0.04803
li1: 26180 / -
met4: 36 / 0.3440
==> final cells by class <==
| cell class | count | area (sq um) | share of cell area |
|---|---|---|---|
| Inverter | 105 | 397.9 | 0.005683 |
| Clock inverter | 59 | 765.7 | 0.01094 |
| Antenna cell | 24 | 60.06 | 0.0008578 |
| Tap cell | 2044 | 2557 | 0.03653 |
| Sequential cell | 1121 | 28040 | 0.4005 |
| Clock buffer | 135 | 2882 | 0.04116 |
| Timing Repair Buffer | 379 | 3226 | 0.04607 |
| Multi-Input combinational cell | 5158 | 32080 | 0.4582 |
==> worst max-delay path: stages <==
cell             delay (ns)
clkdlybuf4s50_1        0.59
or3b_2                 0.61
nor2_4                 0.57
buf_4                  0.79
a22o_1                 0.26
a221oi_1               0.05
nand4_1                0.12
o32a_1                 0.47
==> logic make-up (layout without fill, tap and decap cells) <==
group | Yosys count | in the layout | synth area share
AOI/OAI and AO/OA | 2898 | 2898 | 0.3149
and+or+nand+nor | 1990 | 1990 | 0.1386
DFF | 1088 | 1088 | 0.4435
buffers and inverters | 767 | 678 | 0.04754
muxes | 128 | 128 | 0.02111
adders and majority gates | 99 | 99 | 0.02031
xor gates and xnor gates | 43 | 43 | 0.006064
latches | 33 | 33 | 0.007977
other | 0 | 24 | 0
==> metrics by stage <==
step | setup WS (ns) | cell area [sq um]
2_1_floorplan | -8.354 | 62120
3_3_place_gp | 2.324 | 66300
3_5_place_dp | 2.238 | 66300
4_1_cts | 2.973 | 69950
5_1_grt | 2.735 | 69960
6_report | 2.663 | 70010
==> synth_stat cells, types with 65 or more instances <==
cell type     n  area share
dfrtp_1    1024        0.41
clkbuf_1    584       0.035
a21oi_1     289       0.023
a22o_1      327       0.046
ha_1         96       0.019
a221oi_1    350       0.049
nand3_1     126       0.010
a22oi_1     356       0.043
nand2_1    1203       0.073
nand4_1     147       0.015
nor2_1      278       0.017
o21ai_0    1091       0.088
o32a_1       65       0.010
inv_1        97      0.0059
mux2i_1     113       0.018
==> power groups by stage <==
stage,clock network (mW),logic [mW],registers (mW)
CTS,5.99,2.53,7.29
global route,6.21,2.79,7.36
finish,6.00,2.63,7.32
Power is estimated from default activity; no workload was simulated.
