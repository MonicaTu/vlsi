`design/flow/config.mk`:
```
export PLATFORM = sky130hd
export DESIGN_NAME = rom_controller
export DESIGN_NICKNAME = rom_controller
export VERILOG_FILES = /design/flow/design.v
export SDC_FILE = /design/flow/constraint.sdc
export NUM_CORES = 4
export LEC_CHECK = 1
export CORE_AREA = 10 10 70 70
export DIE_AREA = 0 0 80 80
```
`design/flow/constraint.sdc`:
```
current_design rom_controller

set clk_period 1.8
set clk_io_pct 0.2

create_clock -name clk0 -period $clk_period [get_ports {clock}]

set non_clock_inputs [all_inputs -no_clocks]
set_input_delay [expr $clk_period * $clk_io_pct] -clock clk0 $non_clock_inputs
set_output_delay [expr $clk_period * $clk_io_pct] -clock clk0 [all_outputs]
```
`design/flow/design.v`:
```
module rom_controller(rom_pc, rom_initial, ROM_enable, ROM_read, load_im_done, system_enable, clock);
  parameter cycle = 1;  
  input clock;
  input system_enable;
  input load_im_done;
  output ROM_enable;
  output ROM_read;
  output rom_initial;
  output [7:0]rom_pc;
  reg ROM_enable;
  reg ROM_read;
  reg rom_initial;
  reg [7:0]rom_pc;
  reg [127:0]clock_cnt;
  parameter rom_size = 1;
  initial begin
    rom_pc <= 0;
    clock_cnt <= 0;
  end
  always @ (negedge clock) begin
    clock_cnt = clock_cnt + 1;
  end
  always @ (negedge clock) begin
    if (clock_cnt % cycle == 0 && load_im_done == 1)
      rom_pc = rom_pc + 1;
    else
      rom_pc = rom_pc;
  end
  always @ (negedge clock) begin
    if (rom_pc == rom_size)
      rom_initial = 0;
    else
      rom_initial = 1;
  end
  always @ (negedge clock) begin
    if (system_enable) begin
      ROM_enable <= 1;
      ROM_read <= 1;
    end
    else begin
      ROM_enable <= 0;
      ROM_read <= 0;
    end
  end
endmodule
```
`design/flow/run.sh`:
```
#!/bin/bash
# OpenROAD 26Q1-2900-gdf79404cd8, Yosys 0.63+post, stock flow scripts
make -C /OpenROAD-flow-scripts/flow DESIGN_CONFIG=/design/flow/config.mk WORK_HOME=/design/flow/orfs finish
```
==> impl_metrics.toml <==
# implementation run metrics
[global_routing]
antenna_found_initial = 0
track_usage = 0.0330
grt_first_pass_wirelength_um = 1680
grt_max_degree = 9
grt_pass1_vias = 409
overflow = 0

[timing]
rsz0062_at_grt = "true"
finalHoldViolCount = 0
maxSlewViolCount = 0
skew_ns = 0.0136
worst_hold_slack_ns = 0.572
fin_ws_ns = -0.309
tightest_slew_ns = 0.324
maxSlewHeadroom = 0.781
tns_ns = -2.83
finalSetupViolations = 11

[critical_path]
rrSetupSlack_ns = 0.55
worst_setup_path_start_kind = "register"
cpPeakStageDelay_ns = 0.39
worstSetupPathType = "register to output port"
cpMaxStageDelayCell = "edfxtp_1"
crit_chain = "buf_2"
cp_data_arrival_time_ns = 1.75
crit_path_end_kind = "output port"
cp_num_buf_inv = 1
crit_family = "flip-flops"
path_max_fanout = 2
cp.required_ns = 1.44

[clock_network]
postCtsHoldBufs = 0
htree_levels = 1
worstSkewPairLatency_ns = 0.33
cts_num_sinks = 10
path_clk_slew_ns = 0.05
clockRootBuffer = "clkbuf_4"
cts_tree = "built"
cts_max_path_buffers = 2
cts_buffers = 3

[final_layout]
stdcell_area_um2 = 737
fillers = 376
syn_to_final_growth_pct = 65.4
drive_gt1_frac = 0.423
finalNonFillerCells = 117

[power_and_ir_drop]
cellPowerDensity_nw_per_um2 = 860
p_comb_frac = 0.175
seqPwrFrac = 0.449
intPower_uw = 448
p_switching_uw = 185
leakage_nw = 0.352
swShare = 0.292
vdd_ir_drop_max_mv = 0.411
pwr-share-clk = 0.377

[route]
vias = 374
drc = 0
diodes = 0
dr.pass1.iters = 2
vias_per_cell = 3.20
post_drt_wl_per_cell_um = 8.79
drt-initial-drc-count = 13
final_antenna_net_count = 0
routed_wl_um = 1030

[placed_design]
place_congestion = 0.811
dp.cells = 101
port_buffers = 13
dp_hpwl_um = 727
place_area_um2 = 706

[synthesis]
ys_cells = 34
area_leaders = "edfxtp_1, dfxtp_1, xnor2_1, xor2_1, ha_1"
synth_flops = 10
syn_area_um2 = 445
yosys.area.top_type = "edfxtp_1"
yosysTopAreaCellShare = 0.539
yosysUniqueCellTypes = 15
synthCells = 34
yosysChipArea_um2 = 445
avgSynthCellArea_um2 = 13.1
seq_area_frac_synth = 0.629
yosys_warnings = 1

[floorplanning]
num_rows = 21
die_area_um2 = 6400
dieHeight_um = 80
core_area_um2 = 3420
die_w_um = 80
io_pins = 14
fp_util = 0.130

[status]
violations = "negative setup slack"
outcome = "finished, violations left"

[job]
openroad.warnings = 38
max_cap_viol_count = 0

[hold_path]
hold_path.class = "register to register"
## kinds of logic (layout without fill, tap and decap cells)
family,after synthesis,count (layout),share of synthesized area
fa+ha+maj,2,2,0.0562
xor+xnor,6,6,0.118
flops,10,10,0.629
buf+inv,5,42,0.0506
simple gates,11,11,0.146
## Yosys cell counts, drive strengths merged
cell and n:
xnor2 3, edfxtp 8, nor2 1, nor3 2, nand2 3, ha 2
inv 4, xor2 3, buf 1, dfxtp 2, nor4b 1, nand3 3
and3 1
## layout make-up
class                           count  area, µm²  area share
Inverter                            3       11.3      0.0153
Clock inverter                     10       37.5      0.0509
Multi-Input combinational cell     19        143       0.194
Timing Repair Buffer               26        184       0.250
Sequential cell                    10        282       0.382
Tap cell                           46       57.6      0.0781
Clock buffer                        3       22.5      0.0306
## layout by cell type (no fill, tap or decap)
| cell | Yosys | final |
|---|---|---|
| and3_1 | 1 | 1 |
| buf_12 | 0 | 1 |
| buf_2 | 0 | 11 |
| buf_4 | 1 | 12 |
| clkbuf_4 | 0 | 3 |
| clkdlybuf4s50_1 | 0 | 1 |
| dfxtp_1 | 2 | 1 |
| dfxtp_2 | 0 | 1 |
| dlygate4sd2_1 | 0 | 1 |
| edfxtp_1 | 8 | 8 |
| ha_1 | 2 | 2 |
| inv_1 | 4 | 13 |
| nand2_1 | 3 | 3 |
| nand3_1 | 2 | 2 |
| nand3_2 | 1 | 1 |
| nor2_1 | 1 | 1 |
| nor3_1 | 1 | 1 |
| nor3_2 | 1 | 1 |
| nor4b_1 | 1 | 1 |
| xnor2_1 | 3 | 3 |
| xor2_1 | 3 | 3 |
## flip-flops by register name (all words and copies together) (netlist names)
signal       cells
ROM_read         1
rom_pc           8
rom_initial      1
## final timing paths
path                  start  cells after the start     endpoint
setup reg to reg  rom_pc[2]                      5    rom_pc[7]
setup / recovery  rom_pc[0]                      1    rom_pc[0]
hold reg to reg   rom_pc[4]                      3  rom_initial
hold / removal    rom_pc[4]                      3  rom_initial
## per-stage QoR
stage	setup WS, ns	util	power [mW]
after floorplan	0.116	-	0.361
after global placement	-0.387	0.207	0.441
after detailed placement	-0.397	0.207	0.442
after CTS	-0.339	0.214	0.645
after global routing	-0.366	0.216	0.694
final	-0.309	0.216	0.634
## timing repair
action	in CTS	in global routing
endpoints found under the setup margin	19	11
buffers inserted	3	1
gates resized	35	0
## power groups by stage
| stage | clock, mW | sequential, mW | combinational (mW) |
|---|---|---|---|
| 4_1_cts | 0.252 | 0.285 | 0.108 |
| 5_1_grt | 0.284 | 0.286 | 0.124 |
| 6_report | 0.239 | 0.284 | 0.111 |
## layer usage
layer	track usage	part of all wire	vias to the layer above
met2	0.0377	0.34	16
met5	0	0	-
li1	-	-	189
met4	0.00704	0	0
met3	0.0318	0.13	0
met1	0.0426	0.53	169
Power is estimated from default activity; no workload was simulated.
