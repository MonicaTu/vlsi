## run.sh

```bash
#!/bin/bash
# OpenROAD 26Q1-2900-gdf79404cd8, Yosys 0.63+post, stock flow scripts
make -C /OpenROAD-flow-scripts/flow DESIGN_CONFIG=/design/flow/config.mk WORK_HOME=/design/flow/orfs finish
```

## config.mk

```make
export PLATFORM = sky130hd
export DESIGN_NAME = mem_controller
export DESIGN_NICKNAME = mem_controller
export VERILOG_FILES = /design/flow/design.v
export SDC_FILE = /design/flow/constraint.sdc
export NUM_CORES = 4
export LEC_CHECK = 1
export CORE_AREA = 10 10 95 95
export DIE_AREA = 0 0 105 105
```

## constraint.sdc

```tcl
current_design mem_controller

set clk_period 2.1
set clk_io_pct 0.2

create_clock -name clk0 -period $clk_period [get_ports {clock}]

set non_clock_inputs [all_inputs -no_clocks]
set_input_delay [expr $clk_period * $clk_io_pct] -clock clk0 $non_clock_inputs
set_output_delay [expr $clk_period * $clk_io_pct] -clock clk0 [all_outputs]
```

## design.v

```verilog
module mem_controller(load_im_done, im_enable, im_en_read, im_en_write, im_addr, mem_enable, mem_en_read, mem_en_write, mem_addr, rom_ir, rom_initial, reset, clock);
  parameter cycle = 1;  
  parameter im_start = 'h7F;  
  input clock;
  input reset;
  input rom_initial;  
  input [35:0]rom_ir;
  output im_enable;
  output im_en_read;
  output im_en_write;
  output [9:0]im_addr;
  output mem_enable;
  output mem_en_read; 
  output mem_en_write; 
  output [13:0]mem_addr;  
  output load_im_done; 
  reg im_enable;
  reg im_en_read;
  reg im_en_write;
  reg [9:0]im_addr;
  reg mem_enable;
  reg mem_en_read; 
  reg mem_en_write; 
  reg [13:0]mem_addr; 
  wire ir_rst    = rom_ir[35];
  wire ir_en     = rom_ir[34];
  wire ir_select = rom_ir[33];
  wire ir_read   = rom_ir[32];
  wire [15:0]ir_start_address = rom_ir[31:16];
  wire [15:0]ir_size = rom_ir[15:0];
  reg [127:0]clock_cnt;
  reg load_im_done;
  always @ (negedge clock) begin
    if (reset)
      clock_cnt <= 1;
    else
      clock_cnt <= clock_cnt + 1; 
  end
  always @ (negedge clock) begin
    if (reset) begin
      im_addr <= im_start;
      mem_addr <= 0; 
    end else begin
      if (clock_cnt % cycle == 0) begin
        im_addr <= im_addr + 1;
        mem_addr <= mem_addr + 1;
      end else begin
        im_addr <= im_addr;
        mem_addr <= mem_addr;
      end
    end
  end
  always @ (negedge clock) begin
    if (((im_addr - im_start) << 5) == ir_size) 
      load_im_done <= 1;
    else
      load_im_done <= 0;
  end
  always @ (negedge clock) begin
    if (ir_rst) begin
      if (ir_select == 0) begin  
        im_enable <= 0;
        im_en_read <= 0;
        im_en_write <= 0;
        mem_enable <= 0;
        mem_en_read <= 0;
        mem_en_write <= 0;
      end else begin   
        im_enable <= 0;
        im_en_read <= 0;
        im_en_write <= 0;
        mem_enable <= 0;
        mem_en_read <= 0;
        mem_en_write <= 0;
      end
    end else begin  
      if (ir_select == 0) begin  
        im_enable <= 1;
        im_en_read <= 0;
        im_en_write <= 1;
        mem_enable <= 1;
        mem_en_read <= 1;
        mem_en_write <= 0;
      end else begin  
        im_enable <= 0;
        im_en_read <= 0;
        im_en_write <= 0;
        mem_enable <= 1;
        mem_en_read <= 1;
        mem_en_write <= 0;
      end
    end
  end
endmodule
```

==> metrics.cfg <==
[yosys]
yosys.area.top_type = dfxtp_1
seq_area_frac_synth_pct = 40.0
async_reset_ff_share_pct = 0
top_cell_area_share_pct = 40.0
synth.distinct_cells = 35
ys_ff = 27
yosys-stat-area_um2 = 1350
edf_count = 0
netlist_area_um2 = 1350
common_cells = dfxtp_1 (27), nor2_1 (18), xnor2_1 (14)
yosysWarnings = 1
top_cell = dfxtp_1
topCellsByArea = dfxtp_1 (40%), xnor2_1 (9.1%), xor2_1 (8.4%), nor2_1 (5.0%), xor3_1 (3.5%)
avgSynthCellArea_um2 = 9.52
flop_cell = dfxtp_1
ys_cells = 142
syn_inst = 142

[final_timing]
grt_setup_unrepaired = true
setup_slack_ns = -0.362
drv_slew = 0
tns_ns = -4.03
skew_ns = 0.0149
setup_viol = 30
finalHoldViolCount = 0

[floorplan]
pin_count = 70
num_rows = 30
core-area_um2 = 6910
chip_area_um2 = 11000
die_w_um = 105
die_h_um = 105
initCoreUtil_pct = 19.6

[critical_path]
worst_path_max_delay_cell = or4_4
startpoint = rom_ir[3]
critPathRequiredTime_ns = 1.34
ff2ff_setup_slack_ns = 0.13
startpoint_type = input port
r2r_cells = 7
max_stage_delay_ns = 0.52
timing.rr.start = im_addr[0]
crit_end = load_im_done
worst-path-buf-inv = 1
worstSetupEndpointType = flip-flop
crit_cells = 6
worstSetupPathType = input port to flip-flop
timing.rr.end = load_im_done
crit_arrival_ns = 1.70
path_delay_family = simple AND/OR/NAND/NOR gates
cp_max_fo = 1
crit_chain = buf_6 -> or4_4 -> nor3_2 -> nand4b_1 -> a2111oi_2 -> o2111a_1

[run]
maxCapViolations = 0
warning_count = 74

[global_routing]
grt_pass1_wl_um = 6020
grt_usage_pct = 6.33
first_global_vias = 1339
antenna_found_initial = 0
globalRouteOverflowTotal = 0
grt_max_degree = 17

[clock_tree]
cts_tree = done
htree_num_levels = 1
cts_made_buffers = 3
cts-root-buf = clkbuf_8
clk_pin_slew_ns = 0.05
cts.sinks = 27
cts_max_path_buffers = 2
cts.hold.buffers_added = 0
clk_latency_ns = 0.36

[final_layout]
stdcell_area_um2 = 2170
finalNonFillerCells = 337
flop_area_um2 = 573
area_growth_pct = 60.4
logic_area_um2 = 751
finish.utilization_pct = 31.4
nFillCells = 733
drive_above_1_share_pct = 40.7

[outcome]
status = finished with violations
violations = negative setup slack

[route]
finalWirelength_um = 3520
dr.pass1.iters = 5
wire_per_inst_um = 10.5
drtIter0Drc = 34
drtAntennaViolNets = 0
antenna_cells = 0
vias_per_cell = 3.81
drc = 0
vias = 1285

[placement]
placed_area_um2 = 2100
dpl_worst_slack_ns = -1.06
place.gp.congestion = 0.770
dp_hpwl_um = 2680
dp_cells = 304
port_buffers = 48

[pwr]
leakagePower_nw = 1.10
power.density_nw_per_um2 = 735
vdd_ir_drop_max_uv = 239

[hold_path]
hold_path_class = flip-flop to flip-flop

area by class of cell:
cell class                      count  share of cell area (%)
Tap cell                           96                    5.54
Inverter                            3                   0.519
Clock inverter                     28                    5.07
Timing Repair Buffer               77                    26.0
Multi-Input combinational cell    103                    34.6
Sequential cell                    27                    26.4
Clock buffer                        3                    1.90
metal layers:
layer	routed length, µm	track usage (%)	part of all wire [%]
met1	1680	8.14	48
met2	1520	9.21	43
met3	248	2.48	7.0
met4	77	2.75	2.2
met5	0	0	0
power by group:
part	switching (mW)	total (mW)	internal (mW)
registers	0.0190	0.588	0.569
logic	0.212	0.498	0.286
clock network	0.305	0.509	0.204
worst register-to-register path, stage by stage, from the launching register on:
cell and delay (ns):
dfxtp_2 0.31, buf_4 0.13, ha_1 0.25, xor3_1 0.45, nor3_2 0.20, nand4b_1 0.14, a2111oi_2 0.22, o2111a_1 0.22
through the flow:
stage / hold WS, ns / power [mW]
2_1_floorplan: 0.398 / 0.980
3_3_place_gp: 0.504 / 1.22
3_5_place_dp: 0.508 / 1.21
4_1_cts: 0.494 / 1.64
5_1_grt: 0.512 / 1.77
6_report: 0.494 / 1.59
state kept, by name, indices dropped and copies added (netlist names):
name          cells
mem_enable        1
im_en_write       1
im_addr          10
load_im_done      1
mem_addr         14
layout by cell type (no fill, tap or decap), types with 2 or more instances in the layout:
cell              n
xor2_1           13
and2_1            2
buf_4            28
clkbuf_8          3
and3_1            6
clkdlybuf4s15_1   2
xor3_1            2
nand2_1           5
nor2_1           18
conb_1            2
ha_1              2
nor3_2            2
o21ai_0           3
inv_1            30
dfxtp_2          26
and4_1            2
nand2b_1          6
nand3_1           8
dlymetal6s2s_1    4
nor2b_1           3
clkdlybuf4s50_1   9
buf_6             3
xnor2_1          14
buf_2            30
kinds of logic after synthesis:
family                   count (synthesis)  share of synthesized area, %
flip-flops                              27                          40.0
other                                    1                         0.277
AND-OR/OR-AND                            8                          4.62
buffers and inverters                   13                          4.81
XOR/XNOR                                30                          23.0
adder cells (fa/ha/maj)                  3                          2.59
AND/OR/NAND/NOR                         60                          24.7
what timing repair did:
| action | 4_1_cts | 5_1_grt |
|---|---|---|
| setup buffers | 3 | 0 |
| setup endpoints to repair | 38 | 30 |
| pin swaps | 7 | 14 |
| resized | 130 | 6 |
how the worst min path moves through the flow:
stage	startpoint	end	slack, ns	cells past startpoint
6_report	mem_addr[0]	mem_addr[0]	0.49	2
5_1_grt	mem_addr[0]	mem_addr[0]	0.51	2
4_1_cts	mem_addr[0]	mem_addr[0]	0.49	2
Power figures rest on the tool's default switching activity, not on a simulated workload.
