File: run.sh
#!/bin/bash
# OpenROAD 26Q1-2900-gdf79404cd8, Yosys 0.63+post, stock flow scripts
make -C /OpenROAD-flow-scripts/flow DESIGN_CONFIG=/design/flow/config.mk WORK_HOME=/design/flow/orfs finish
File: config.mk
export PLATFORM = sky130hd
export DESIGN_NAME = ucounter16
export DESIGN_NICKNAME = ucounter16
export VERILOG_FILES = /design/flow/design.v
export SDC_FILE = /design/flow/constraint.sdc
export NUM_CORES = 4
export LEC_CHECK = 1
export CORE_UTILIZATION = 30
File: constraint.sdc
current_design ucounter16

set clk_period 1.0
set clk_io_pct 0.2

create_clock -name clk0 -period $clk_period

set non_clock_inputs [all_inputs -no_clocks]
set_input_delay [expr $clk_period * $clk_io_pct] -clock clk0 $non_clock_inputs
set_output_delay [expr $clk_period * $clk_io_pct] -clock clk0 [all_outputs]
File: design.v
module ucounter8 (overflow, dcount, clk, _areset, _aset, _load, preld_val, _updown, _wrapstop, carry_in);
parameter MAX8BIT_VAL = 8'b11111111;
parameter MIN8BIT_VAL = 8'b00000000;
parameter RESET_VAL = 8'b00000000;
input  clk, _areset, _aset, _load, _updown, _wrapstop, carry_in;
input  [7:0] preld_val;
output [7:0] dcount;
output overflow;
reg    [7:0] dcount;
reg    overflow;
wire   carry_out;
wire   local_clk;
assign carry_out = ( dcount == MAX8BIT_VAL ) ? 1 : 0;
assign local_clk = ( carry_out && _wrapstop == 0 ) ? 1 : clk;
    always @ (posedge local_clk) begin
        if (_areset)
    	    overflow <= 0;
    	else begin
            if (carry_out == 1)
    		   overflow <= 1;
    		else
    		   overflow <= 0;
    	end
    end
    always @ (posedge local_clk) begin
        if (_areset)
    	    dcount <= RESET_VAL;
    	else if (_aset)
    	    dcount <= MAX8BIT_VAL;
    	else if (_load)
    	    dcount <= preld_val;
        else if (carry_in) begin
            if (_updown)
                dcount <= dcount + 8'd1;
            else
                dcount <= dcount - 8'd1;
        end
    end
endmodule
module ucounter16 (overflow, dcount_top, clk, _areset, _aset, _load, preld_val, _updown, _wrapstop, carry_in);
input clk, _areset, _aset, _load, _updown, _wrapstop, carry_in;
input  [15:0] preld_val;
output [15:0] dcount_top;
output overflow;
wire low_overflow;
wire high_overflow;
wire low_wrapstop;
wire high_wrapstop;
assign low_wrapstop  = _wrapstop;
assign high_wrapstop = 1;
assign overflow = _wrapstop ? 0 : high_overflow;
    ucounter8 high(high_overflow, dcount_top[15:8], clk, _areset, _aset, _load, preld_val[15:8], _updown, high_wrapstop, low_overflow);
    ucounter8 low(low_overflow, dcount_top[7:0], clk, _areset, _aset, _load, preld_val[7:0], _updown, low_wrapstop, carry_in);
endmodule
==> impl_metrics.tcl <==
# flow metrics
set metrics [dict create \
    crit_buf_inv 2 \
    dp_slack_ns -0.3960 \
    synth.distinct_cells 37 \
    die_y_um 71.05 \
    grt_pass1_vias 1167 \
    ir_worst_vdd_mv 0.1058 \
    synth-edff-count 0 \
    maxSlewHeadroom_pct 48.93 \
    ys_async_sr_fraction_pct 0 \
    crit_path_end_kind "output port" \
    globalRouteOverflowTotal 0 \
    ys_top_cells_by_count "18 x dfxtp_1, 17 x a21oi_1, 12 x ha_1" \
    cpLargestDelayFamily "buffers and inverters" \
    min_path_type "in -> out" \
    finalCritPeriodShare_pct 94.99 \
    fp-utilization_pct 31.96 \
    grt_use_total_pct 13.46 \
    status "completed" \
    ios 40 \
    synthFlopType "dfxtp_1" \
    worst_pin_slew_ns 0.7636 \
    via_count 1275 \
    crit_type "in -> out" \
    wire_per_inst_um 13.77 \
    top_area_cell "dfxtp_1" \
    unclocked_pins 18 \
    drc 0 \
    yosys_area_um2 1430 \
    crit_slowest_cell "dlygate4sd2_1" \
    whs_ns 0.8777 \
    yosys_warnings 1 \
    warnings 32 \
    cp-start-kind "input pin" \
    rsz0062_at_grt "false" \
    crit_path_frequent_cell "dlygate4sd2_1" \
    worstPathCellList "dlygate4sd2_1 -> nor2b_1 -> dlygate4sd2_1" \
    untimed_endpoints 34 \
    cp_max_fo 2 \
    power.density_nw_per_um2 317.2 \
    cap_violations 0 \
    drtAntennaViolNets 0 \
    core_area_um2 4474 \
    post_cts_buffers 0 \
    antenna_found_initial 0 \
    port_buffers 40 \
    cpPeakStageDelay_ns 0.24 \
    synth-seq-cells 18 \
    worst_slack_ns 0.05011 \
    utilization_pct 41.67 \
    place_congestion 0.8436 \
    synthCells 159 \
    insertedDiodeCount 0 \
    area_delta_synth_final_pct 30.36 \
    hold_viol_final 0 \
    top_cells_by_area "dfxtp_1 25%, ha_1 10%, a21oi_1 5.9%" \
    syn-cell-area_um2 1430 \
    wirelength_um 3373 \
    setup_tns_ns 0 \
    yosys_cells 159 \
    dpl.hpwl_um 2446 \
    placementRows 24 \
    first_pass_iters 6 \
    maxSlewViolCount 0 \
    die_area_um2 5047 \
    most_common_cell "dfxtp_1" \
    yosysTopAreaCellShare_pct 25.20 \
    layout-drive-gt1-share_pct 6.218 \
    leakage_nw 0.7029 \
    ys_seq_share_pct 25.20 \
    via_per_inst 5.204 \
    die_w_um 71.05 \
    fmax_ghz 1.053 \
    grt_pass1_wl_um 5520 \
    arrival_ns 0.75 \
    period_needed_ns 0.9499 \
    syn_avg_cell_area_um2 8.994 \
    first_iter_violations 41 \
    setup_viol 0 \
    grt_max_degree 32 \
    worstPathRequired_ns 0.80 \
]
[worst min-delay path: cells and delay by family]
kind                   cells  cell delay, ns
buffers and inverters      2            0.43
AND/OR/NAND/NOR            1            0.05
[cells in the final DEF (no fill, tap or decap), types with 2 or more instances in the layout]
cell type,count
nand2_1,6
a211oi_1,2
clkdlybuf4s50_1,38
nand4_1,4
o31ai_1,9
nor2b_1,2
mux2i_1,4
nor2_1,7
a21oi_1,17
xnor2_1,8
nand2b_1,9
nand3_1,4
nor3b_1,4
ha_1,12
o21bai_1,6
inv_1,6
buf_4,2
xor2_1,6
dfxtp_1,18
fa_1,2
a221oi_1,8
dlygate4sd2_1,2
mux2_2,2
o21ai_0,3
[per-stage QoR]
step	instance area, um^2	power, mW	std cells
2_1_floorplan	1430	0.4021	159
3_3_place_gp	1867	0.5933	245
3_5_place_dp	1867	0.5930	245
4_1_cts	1864	0.5957	245
5_1_grt	1864	0.6542	245
6_report	1864	0.5914	245
[final cells by class]
cell class | count | area, um^2
tap | 52 | 65.06
sequential | 18 | 360.3
multi-input combinational | 127 | 1003
inverter | 6 | 22.52
fill | 443 | 2610
timing repair buffer | 42 | 412.9
[repair_timing]
action                                  CTS  global route
hold buffers                              0             0
resized                                   2             0
endpoints found under the setup margin    1             0
[path summary, 6_finish.rpt]
kind,startpoint,to,slack [ns],depth (start not counted)
setup / recovery,_wrapstop,overflow,0.05,3
hold / removal,_wrapstop,overflow,0.88,3
[cells by family (layout without fill, tap and decap cells)]
family / after synthesis / in the layout / share of synthesized area [%]
DFF: 18 / 18 / 25.20
AOI/OAI and AO/OA: 53 / 53 / 27.38
xor gates and xnor gates: 14 / 14 / 8.574
buffers and inverters: 14 / 48 / 4.637
muxes: 6 / 6 / 4.374
adders and majority gates: 14 / 14 / 13.30
and+or+nand+nor: 40 / 40 / 16.54
[registers in the layout, indices dropped and copies added, names as in the netlist]
signal,flops
high.dcount,8
low.overflow,1
high.overflow,1
low.dcount,8
[layer usage]
metal / up-vias / GRT usage (%) / routed length [um]
met5: - / 0 / 0
met4: 0 / 0 / 0
met3: 0 / 0.1445 / 109
met2: 21 / 21.37 / 1450
met1: 587 / 22.25 / 1813
li1: 667 / - / -
[report_power, final]
| group | internal, mW | switching (mW) | leakage, nW |
|---|---|---|---|
| clock network | 0 | 0 | 0 |
| registers | 0.0559 | 0.0214 | 0.151 |
| logic | 0.272 | 0.242 | 0.552 |
| total | 0.328 | 0.263 | 0.703 |
No activity file was given, so power comes from the tool's default toggle rates.
