--- config.mk ---
export PLATFORM = sky130hd
export DESIGN_NAME = pc_tick
export DESIGN_NICKNAME = pc_tick
export VERILOG_FILES = /design/flow/design.v
export SDC_FILE = /design/flow/constraint.sdc
export NUM_CORES = 4
export LEC_CHECK = 1
export CORE_UTILIZATION = 50
--- run.sh ---
#!/bin/bash
# OpenROAD 26Q1-2900-gdf79404cd8, Yosys 0.63+post, stock flow scripts
make -C /OpenROAD-flow-scripts/flow DESIGN_CONFIG=/design/flow/config.mk WORK_HOME=/design/flow/orfs finish
--- design.v ---
module pc_tick(input clock, reset, output reg ['d10-1:0] pc, output reg ['d128-1:0] tick);
  reg [9:0] internal_pc;
  always @(negedge clock) begin
    if (reset) begin
      internal_pc = 0;
      pc = 0;
      tick = 0;
    end
    else begin
      tick = tick + 1;
      if ((tick % 'd4) == 0) begin
        internal_pc = internal_pc + 'd32; 
      end
      else begin
        internal_pc = internal_pc;
      end
      pc = internal_pc >> 5;  
    end
  end
endmodule
--- constraint.sdc ---
current_design pc_tick

set clk_period 22.9
set clk_io_pct 0.2

create_clock -name clk0 -period $clk_period [get_ports {clock}]

set non_clock_inputs [all_inputs -no_clocks]
set_input_delay [expr $clk_period * $clk_io_pct] -clock clk0 $non_clock_inputs
set_output_delay [expr $clk_period * $clk_io_pct] -clock clk0 [all_outputs]
==> flow_summary.yaml <==
# implementation run metrics
run_status:
  run_status: "completed"
job:
  openroad.warnings: 159
  max_cap_violations: 0
critical_path:
  cp_cell_sequence: "clkdlybuf4s50_1"
  cp_max_fo: 10
  required_ps: 18320
  cp.depth: 1
  slowest_delay_ps: 590
  path_buffers: 1
  arrival_ps: 13040
  slowest_stage: "dfxtp_1"
  worst_r2r_path_depth: 6
  timing.rr.start: "tick[20]$_SDFF_NP0_"
  endpoint: "tick[46]"
  path_delay_family: "flip-flops"
  r2r_end: "tick[117]$_SDFF_NP0_"
  cp-start-kind: "flip-flop"
  critical_path_class: "reg -> out"
  crit_start: "tick[46]$_SDFF_NP0_"
  r2r_slack_ps: 19400
  worstSetupEndpointType: "output port"
placement:
  hpwl_um: 13100
  portBuffers: 134
  gp_congestion: 0.934
die:
  fp.dieH_um: 118
  num_rows: 42
  fp.dieW_um: 118
  coreArea_sq_um: 13200
  ios: 140
  dieArea_sq_um: 14000
  fp_util_pct: 51.2
route:
  routed_via_density: 5.63
  final_antenna_net_count: 0
  drc: 0
  antennaDiodeCount: 0
  vias: 7221
  wl_per_cell_um: 15.2
  dr.pass1.iters: 22
  wl_um: 19500
  dr.first_iter.drc_count: 539
cts:
  insertion_delay_ps: 450
  cts_tree: "done"
  cts_made_buffers: 17
  cts-resized-gates: 0
  postCtsSetupRepairBufs: 0
  clkTransAtPathRegs_ps: 40
  htreeDepth: 4
  cts_buffer_depth: 2
  clockRootBuffer: "clkbuf_16"
  cts_hold_buf: 0
  cts_sinks: 133
logic_synthesis:
  ys_sh_simple_pct: 38.4
  ff_type: "dfxtp_1"
  ys_area_sq_um: 6750
  synth-edff-count: 0
  syn_area_sq_um: 6750
  syn_avg_cell_area_sq_um: 8.07
  synth_cell_type_count: 41
  syn_inst: 836
  ys_warn_count: 1
  synthTopCellsByCount: "dfxtp_1, nor2_1, nand3_1, nand4_1, xnor2_1"
  ys_sh_adder_pct: 0.371
  synth-seq-cells: 133
  top_cell_area_share_pct: 39.5
  yosysTopAreaCell: "dfxtp_1"
  ys_seq_share_pct: 39.5
  top_logic_kind: "simple AND/OR/NAND/NOR gates"
  ys_async_sr_fraction_pct: 0
  aoi_share_pct: 5.34
  top_cell: "dfxtp_1"
  xor_share_pct: 11.8
  yosysCellCount: 836
  topCellsByArea: "dfxtp_1, xnor2_1, nor2_1"
  synth.mux.area_fraction_pct: 0.983
power:
  pwr-share-seq_pct: 38.1
  p_leak_nw: 3.46
  fin_total_pwr_mw: 0.617
  clockPowerShare_pct: 60.8
  switchingPower_mw: 0.169
  peakVddDrop_mv: 0.0489
  power.density_nw_per_um2: 66.4
  power_frac_comb_pct: 1.1
  p_int_mw: 0.448
  swShare_pct: 27.4
grt:
  grt_pass1_wl_um: 32100
  grt_use_met2_pct: 39.3
  overflow: 0
  grt_max_degree: 76
  grtUsageMet1_pct: 42.7
  grtUsageTotal_pct: 29.1
  grt_pass1_vias: 6920
  antenna_found_initial: 0
  met3_usage_pct: 10.8
  top_usage_layer: "met1"
cells_and_area:
  fillerInstances: 1002
  drive_above_1_share_pct: 5.87
  syn_to_final_growth_pct: 37.7
worst_hold_path:
  hold_path_class: "reg -> reg"
  min_from: "tick[0]$_SDFF_NP0_"
sta:
  finalClockSkew_ps: 16.6
  hold_viol_final: 0
  setup_tns_ps: 0
  finalMaxSlewViolations: 0
  rsz0062_at_grt: "no"
  relSlewSlack_pct: 49.3
  worst_slew_pin_slew_ps: 761
  final-setup-viol-count: 0
-- worst reg2reg max path, delay by kind of cell (launching register included) --
kind | cells | cell delay [ps]
and+or+nand+nor | 5 | 2860
DFF | 1 | 420
AOI/OAI and AO/OA | 1 | 150
-- routing by layer --
metal	up-vias	wire length, um
met4	0	475
met3	39	1440
met1	3379	9060
met2	295	8530
li1	3508	-
met5	-	0
-- cell type report --
type / instances / area (sq um) / area share (%)
clock inverter: 147 / 676 / 7.27
sequential: 133 / 2660 / 28.7
multi-input combinational: 650 / 3860 / 41.5
clock buffer: 17 / 425 / 4.58
timing repair buffer: 138 / 1370 / 14.7
inverter: 22 / 82.6 / 0.889
tap: 176 / 220 / 2.37
-- registers in the layout, summed over array words and instances (netlist names) --
name	count
internal_pc	5
tick	128
-- per-stage QoR --
step / hold slack, ps / cells / util [%] / instance area [sq um] / setup WS [ps]
floorplan: 414 / 840 / - / 6760 / 5850
global placement: 451 / 1120 / 62.1 / 8200 / 5030
detailed placement: 456 / 1120 / 62.1 / 8200 / 4990
CTS: 483 / 1283 / 70.5 / 9290 / 5290
global route: 509 / 1283 / 70.5 / 9290 / 5220
finish: 474 / 1283 / 70.5 / 9290 / 5280
-- cells in the final DEF (no fill, tap or decap), drive strengths merged --
cell type / instances
a21o: 2
a21oi: 32
a31o: 6
and2: 6
and3: 15
and4: 9
buf: 5
bufinv: 4
clkbuf: 17
clkdlybuf4s50: 133
clkinvlp: 3
conb: 5
dfxtp: 133
ha: 2
inv: 162
mux2: 5
mux2i: 1
nand2: 55
nand2b: 2
nand3: 64
nand4: 65
nor2: 129
nor2b: 6
nor3: 49
nor3b: 3
nor4: 37
nor4b: 1
o21ai: 25
o31ai: 1
or2: 3
or3: 32
or4: 4
xnor2: 57
xor2: 34
-- power by group through the flow --
stage     combinational [mW]  clock (mW)  sequential (mW)
4_1_cts              0.00683       0.386            0.235
5_1_grt              0.00748       0.417            0.234
6_report             0.00684       0.375            0.235
-- cell families after synthesis --
logic type                 after synthesis
DFF                                    133
buffers and inverters                   57
adders and majority gates                2
AOI/OAI and AO/OA                       66
xor gates and xnor gates                91
other                                    1
and+or+nand+nor                        480
muxes                                    6
-- how the worst min path moves through the flow --
stage,to,cells past startpoint
4_1_cts,tick[0]$_SDFF_NP0_,1
5_1_grt,tick[0]$_SDFF_NP0_,1
6_report,tick[0]$_SDFF_NP0_,1
Power and IR drop assume default switching activity.
